**/design/flow/config.mk**
```make
export PLATFORM = sky130hd
export DESIGN_NAME = mux_4x1
export DESIGN_NICKNAME = mux_4x1
export VERILOG_FILES = /design/flow/design.v
export SDC_FILE = /design/flow/constraint.sdc
export NUM_CORES = 4
export LEC_CHECK = 1
export CORE_AREA = 10 10 76 76
export DIE_AREA = 0 0 86 86
export SYNTH_HDL_FRONTEND = slang
```
**/design/flow/constraint.sdc**
```tcl
current_design mux_4x1

set clk_period 1.0
set clk_io_pct 0.2

create_clock -name clk0 -period $clk_period

set non_clock_inputs [all_inputs -no_clocks]
set_input_delay [expr $clk_period * $clk_io_pct] -clock clk0 $non_clock_inputs
set_output_delay [expr $clk_period * $clk_io_pct] -clock clk0 [all_outputs]
```
**/design/flow/design.v**
```verilog
module mux_4x1
#(parameter DATA_WIDTH = 32)(
  input [1:0] select,
  input [DATA_WIDTH-1:0] in1,
  input [DATA_WIDTH-1:0] in2,
  input [DATA_WIDTH-1:0] in3,
  input [DATA_WIDTH-1:0] in4,
  output reg [DATA_WIDTH-1:0] out
);
always @ (*) begin
  case(select)
    2'b00: out = in1;
    2'b01: out = in2;
    2'b10: out = in3;
    2'b11: out = in4;
    default: out = 32'h0000_0000;  
  endcase
end
endmodule
```
**/design/flow/run.sh**
```bash
#!/bin/bash
# OpenROAD 26Q1-2900-gdf79404cd8, Yosys 0.63+post, stock flow scripts
make -C /OpenROAD-flow-scripts/flow DESIGN_CONFIG=/design/flow/config.mk WORK_HOME=/design/flow/orfs finish
```
==> reports/qor.csv <==
metric,value,unit
initial antenna violation count,1,
Critical Path RT,0.80,ns
largest area contributor in the netlist,mux4_2,
dpl hpwl,5.286,mm
clock power share,0,
highest-count logic cell in the final layout,dlygate4sd2_1,
overall routed net length,6.056,mm
slew at the pin with the worst max-slew slack,0.1009,ns
routability-driven placement congestion ratio,0.8854,
sequential share of the synthesized area,0,
Setup crit start kind,primary input,
"Cell Area, Placed",2475,sq um
reported max-cap violation count,0,
Max Fanout on Critical Path,7,
relative slew slack,0.9327,
DR iter-0 viols,24,
failing checks,setup timing,
largest net degree at the start of global routing,17,
outcome,"finished, violations left",
first-pass GRT wire length,8.776,mm
WL per Instance,23.75,microns
Sw Share,0.2538,
Global Route Usage Sum,0.1594,
"Max stage delay cell, worst path",mux4_2,
cell area after synthesis,814.5,sq um
layer with the highest usage,met2,
Crit Path Category,in2out,
unrepaired setup endpoints after global routing,yes,
routed via count,1175,
tool warnings,36,
Tmin final,1.341,ns
row cnt,23,
GRT Residual Overflow,0,
# fillers,407,
TritonRoute pass-1 iters,3,
final hold violation count,0,
pins over their slew limit,0,
number of standard cells reported by yosys,39,
Seq pwr share,0,
num sequential,0,
DRT antenna net count,0,
crit-path max cell delay,0.46,ns
Seq. cell area,0,sq um
Cell variety after synth,5,
DR vias/cell,4.608,
Syn Area/Cell,20.89,sq um
Peak VDD IR,0.1841,mV
post-layout worst setup margin,-0.3413,ns
share of post-route cells with drive strength above 1,0.3725,
total power,848.0,uW
"Period Utilization, post-route",1.341,
power share of the combinational group,1.000,
CTS Hold Bufs,0,
Max Clk Rate,745.6,MHz
internal power,632.8,uW
cells along the critical path,"buf_12, buf_16, buf_6, mux4_2, buf_2",
setup violators final,32,
Initial Utilization,0.1979,
min-delay worst type,in2out,
M3 GR Usage,0.07626,
met2 Resource Use GR,0.2840,
dominant logic cell types in the final layout,"dlygate4sd2_1 (124), mux4_2 (32), buf_2 (32), buf_12 (5), clkdlybuf4s15_1 (4)",
Die H,86,microns
clk_buf instances,0,
core area,4115,sq um
Pleak,1.122,nW
switching power total,215.2,uW
remaining routing DRC violations,0,
Synth warnings,0,
critical path capture point type,output pin,
chip area,7396,sq um
top cells by area,"mux4_2 (83%), buf_12 (7.4%), mux4_1 (6.5%)",
IO Pins,162,
area share of the largest cell type after synthesis,0.8295,
Worst EP arrival,1.14,ns
met1 usage,0.1797,
dpl cells,248,
Finished Cell Area,2317,sq um
vias in the first global route,1379,
Layout Utilization,0.5631,
power per cell area,366.0,nW/um^2
Area Overhead vs Synth,184.5,%
cells after synthesis,39,
I/O Buffers,162,
Non-Filler Instances,255,
Die Width,86,microns
yosys synthesis chip area,814.5,sq um
-- worst max-delay path: cells and delay by family --
kind	cells	cell delay [ns]
buffers and inverters	4	0.47
multiplexers	1	0.46
-- through the flow --
stage	setup WS, ns	hold slack (ns)	TNS, ns
5_1_grt	-0.3913	0.8922	-10.17
4_1_cts	-0.3494	0.8799	-9.325
3_5_place_dp	-0.9072	1.305	-28.36
2_1_floorplan	-0.09162	0.4864	-2.749
6_report	-0.3413	0.8694	-9.017
3_3_place_gp	-0.9023	1.301	-28.21
-- worst paths after layout --
check | start | to | slack, ns | cells after the start
setup / recovery | select[0] | out[30] | -0.34 | 5
hold / removal | in4[29] | out[29] | 0.87 | 3
-- power by group through the flow --
stage / Sequential (mW) / Combinational, mW / Clock [mW]
4_1_cts: 0 / 0.867 / 0
5_1_grt: 0 / 0.917 / 0.000000134
6_report: 0 / 0.848 / 0.000000134
-- per-layer routing --
metal  vias up  part of all wire
li1        543                 -
met1       550              0.33
met2        82              0.54
met3         0              0.13
met4         0                 0
met5         -                 0
-- area by class of cell --
cell class                 count  area, sq um  area share
antenna                        1        2.502    0.001080
multi-input combinational     32        720.7      0.3110
tap                           50        62.56     0.02700
timing repair buffer         172         1531      0.6609
-- Yosys cell counts, drive strengths merged --
| cell | count |
|---|---|
| buf | 7 |
| mux4 | 32 |
-- repair_timing --
action | 4_1_cts | 5_1_grt
gates resized | 249 | 0
endpoints found under the setup margin | 32 | 32
buffers inserted | 2 | 0
cloned | 4 | 0
-- logic make-up after synthesis --
kind of cell / share of synthesized area
muxes: 0.8940
buffers and inverters: 0.1060
Power is estimated from default activity; no workload was simulated.
