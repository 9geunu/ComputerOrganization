==> /design/flow/config.mk <==
export PLATFORM = sky130hd
export DESIGN_NAME = mux_2x1
export DESIGN_NICKNAME = mux_2x1
export VERILOG_FILES = /design/flow/design.v
export SDC_FILE = /design/flow/constraint.sdc
export NUM_CORES = 4
export LEC_CHECK = 1
export CORE_AREA = 10 10 70 70
export DIE_AREA = 0 0 80 80
export SYNTH_HDL_FRONTEND = slang
==> /design/flow/constraint.sdc <==
current_design mux_2x1

set clk_period 1.0
set clk_io_pct 0.2

create_clock -name clk0 -period $clk_period

set non_clock_inputs [all_inputs -no_clocks]
set_input_delay [expr $clk_period * $clk_io_pct] -clock clk0 $non_clock_inputs
set_output_delay [expr $clk_period * $clk_io_pct] -clock clk0 [all_outputs]
==> /design/flow/design.v <==
module mux_2x1
#(parameter DATA_WIDTH = 32)(
  input select,
  input [DATA_WIDTH-1:0] in1,
  input [DATA_WIDTH-1:0] in2,
  output reg [DATA_WIDTH-1:0] out
);
always @ (*) begin
  case(select)
    1'b0: out = in1;
    1'b1: out = in2;
    default: out = {DATA_WIDTH{1'b0}};  
  endcase
end
endmodule
==> /design/flow/run.sh <==
#!/bin/bash
# OpenROAD 26Q1-2900-gdf79404cd8, Yosys 0.63+post, stock flow scripts
make -C /OpenROAD-flow-scripts/flow DESIGN_CONFIG=/design/flow/config.mk WORK_HOME=/design/flow/orfs finish
==> impl_metrics.toml <==
# synthesis and place-and-route metrics
[logic_synthesis]
synth_chip_area_um2 = 544
mux_share = 0.869
synthCells = 36
yosys_warnings = 0
ys_seq_frac = 0
logic_family = "multiplexers"
ys_types = 4
ys_cells = 36
ys_sh_adder = 0
avgSynthCellArea_um2 = 15.1
synth_area_um2 = 544
synthSimpleGateAreaFrac = 0
aoi_share = 0
ys_sh_xor = 0

[status]
failed_checks = "negative setup slack"
status = "complete, but fails checks"

[final_timing]
setup_viol = 32
rsz0062_at_grt = "true"
fin_crit_sh = 1.18
tightest_slew_ps = 61.1
max_freq_ghz = 0.851
max_slew_margin = 0.959
min_period_ps = 1180
final-hold-violation-count = 0
setup_tns_ps = -5030
layout_setup_ws_ps = -175
final_max_slew_viol_count = 0

[placement]
gp_congestion = 0.760
dp_cells = 177
io_buffers = 97
hpwl_um = 2400

[global_route]
antenna_found_initial = 0
grt_pass1_wl_um = 4150
grt-ovfl-total = 0
grt_max_degree = 8
grt_pass1_vias = 824
grtUsageTotal = 0.0787
grt_use_met1 = 0.0897
gr-usage-met3 = 0.0307
top_usage_layer = "met2"
use_met2 = 0.143

[detailed_routing]
drt-total-wl_um = 2850
via_per_inst = 3.80
insertedDiodeCount = 0
drt_iter0_markers = 4
first_pass_iters = 2
drcViolationCount = 0
final_antenna_net_count = 0
post_drt_wl_per_cell_um = 14.8
vias = 730

[min_path]
hold_class = "in2out"
min_path_cells = 3

[die]
num_rows = 21
die_h_um = 80
die_w_um = 80
dieArea_um2 = 6400
io_pins = 97
initCoreUtil = 0.159
core_area_um2 = 3420

[cells_and_area]
utilization = 0.497
nClkBuffers = 0
layout.cells.non_filler = 192
layout-drive-gt1-share = 0.562
areaGrowthSynthToFinish_pct = 212
flops = 0
register_area_um2 = 0
fillCellCount = 327

[job]
cap_violations = 0
openroad.warnings = 34

[power]
power_density_nw_per_um2 = 389
vdd_ir_drop_max_mv = 0.173
leakagePower_uw = 0.000990

[setup_path]
end_kind = "primary output"
path_class = "in2out"
cp.required_ps = 800
cp-start-kind = "input pin"
crit_fanout = 7
crit_arrival_ps = 980

[clock_network]
hold_buffers = 0
==> cells in the mapped netlist <==
| cell type | instances | area, um^2 |
|---|---|---|
| mux2_4 | 30 | 450 |
| buf_6 | 1 | 11.3 |
| mux2_2 | 2 | 22.5 |
| buf_12 | 3 | 60.1 |
==> placed cells by master (no fill, tap or decap) <==
cell type / Yosys / final
buf_12: 3 / 3
buf_6: 1 / 29
buf_8: 0 / 3
dlymetal6s2s_1: 0 / 14
dlygate4sd2_1: 0 / 40
buf_2: 0 / 12
buf_16: 0 / 1
mux2_4: 30 / 32
buf_4: 0 / 2
clkdlybuf4s50_1: 0 / 10
==> cell families after synthesis <==
group | after synthesis
muxes | 32
buffers and inverters | 4
==> layout make-up <==
| cell class | instances | area, um^2 | area share |
|---|---|---|---|
| repair buffers | 114 | 1160 | 0.683 |
| multi-input cells | 32 | 480 | 0.283 |
| well taps | 46 | 57.6 | 0.0339 |
==> metal layers <==
metal / share of wire / up-vias
met3: 0.11 / 0
met1: 0.40 / 317
li1: - / 362
met2: 0.49 / 51
met4: 0 / 0
met5: 0 / -
==> path summary, 6_finish.rpt <==
kind  startpoint  endpoint
max       select   out[31]
min      in1[24]   out[24]
==> through the flow <==
| stage | hold WS [ps] | setup WS [ps] | power (uW) | cell area (um^2) |
|---|---|---|---|---|
| final | 694 | -175 | 660 | 1700 |
| after global placement | 1330 | -492 | 654 | 1540 |
| after global routing | 714 | -194 | 706 | 1700 |
| after floorplan | 498 | 66.9 | 206 | 544 |
| after CTS | 800 | -178 | 644 | 1610 |
| after detailed placement | 1330 | -497 | 655 | 1540 |
==> power breakdown <==
group          total (uW)  leakage, uW  switching (uW)  internal, uW
combinational         660     0.000990             141           519
sequential              0            0               0             0
clock                   0            0               0             0
total                 660     0.000990             141           519
==> what timing repair did <==
item,CTS,global route
setup endpoints to repair,32,32
resized,170,23
cloned,1,0
buffers inserted,14,0
endpoints found under the hold margin,0,0
==> critical path: stages <==
cell,delay [ps]
buf_12,110
buf_12,130
buf_8,120
mux2_4,300
buf_6,110
Power and IR drop assume default switching activity.
